==> flow/design.v <==
module decodificador_bcd_to_seg7 (
    input  logic clk, rst,
    input  logic [3:0] bcd_in,
    input  logic key_valid,
    output logic [6:0] bcd1, bcd2, bcd3, bcd4, bcd5, bcd6
);
    logic [3:0] digits [5:0];
    function logic [6:0] bcd_to_7seg(input logic [3:0] bcd);
        case (bcd)
            4'h0: bcd_to_7seg = 7'b0111111;
            4'h1: bcd_to_7seg = 7'b0000110;
            4'h2: bcd_to_7seg = 7'b1011011;
            4'h3: bcd_to_7seg = 7'b1001111;
            4'h4: bcd_to_7seg = 7'b1100110;
            4'h5: bcd_to_7seg = 7'b1101101;
            4'h6: bcd_to_7seg = 7'b1111101;
            4'h7: bcd_to_7seg = 7'b0000111;
            4'h8: bcd_to_7seg = 7'b1111111;
            4'h9: bcd_to_7seg = 7'b1100111;
            4'hA: bcd_to_7seg = 7'b1110111;  
            4'hB: bcd_to_7seg = 7'b1111100;  
            4'hC: bcd_to_7seg = 7'b0111001;  
            4'hD: bcd_to_7seg = 7'b1011110;  
            4'hE: bcd_to_7seg = 7'b1111001;  
            4'hF: bcd_to_7seg = 7'b1110001;  
            default: bcd_to_7seg = 7'b0000000;
        endcase
    endfunction
    always_ff @(posedge clk or posedge rst) begin
        if (rst) begin
            digits[0] <= 4'd0;
            digits[1] <= 4'd0;
            digits[2] <= 4'd0;
            digits[3] <= 4'd0;
            digits[4] <= 4'd0;
            digits[5] <= 4'd0;
        end else if (key_valid) begin
            digits[5] <= digits[4];
            digits[4] <= digits[3];
            digits[3] <= digits[2];
            digits[2] <= digits[1];
            digits[1] <= digits[0];
            digits[0] <= bcd_in;  
        end
    end
    assign bcd1 = ~bcd_to_7seg(digits[0]);
    assign bcd2 = ~bcd_to_7seg(digits[1]);
    assign bcd3 = ~bcd_to_7seg(digits[2]);
    assign bcd4 = ~bcd_to_7seg(digits[3]);
    assign bcd5 = ~bcd_to_7seg(digits[4]);
    assign bcd6 = ~bcd_to_7seg(digits[5]);
endmodule
==> flow/run.sh <==
#!/bin/bash
# OpenROAD 26Q1-2900-gdf79404cd8, Yosys 0.63+post, stock flow scripts
make -C /OpenROAD-flow-scripts/flow DESIGN_CONFIG=/design/flow/config.mk WORK_HOME=/design/flow/orfs finish
==> flow/config.mk <==
export PLATFORM = sky130hd
export DESIGN_NAME = decodificador_bcd_to_seg7
export DESIGN_NICKNAME = decodificador_bcd_to_seg7
export VERILOG_FILES = /design/flow/design.v
export SDC_FILE = /design/flow/constraint.sdc
export NUM_CORES = 4
export LEC_CHECK = 1
export CORE_UTILIZATION = 30
export SYNTH_HDL_FRONTEND = slang
==> flow/constraint.sdc <==
current_design decodificador_bcd_to_seg7

set clk_period 2.7
set clk_io_pct 0.2

create_clock -name clk0 -period $clk_period [get_ports {clk}]

set non_clock_inputs [all_inputs -no_clocks]
set_input_delay [expr $clk_period * $clk_io_pct] -clock clk0 $non_clock_inputs
set_output_delay [expr $clk_period * $clk_io_pct] -clock clk0 [all_outputs]
==> metrics.csv <==
stage,metric,value,unit
run_status,outcome,finished clean,
job,warnings,49,
routing,drtIter0Drc,89,
routing,drcViolationCount,0,
floorplan,initCoreUtil,0.309,
final_timing,hold_violations,0,
pwr,p_leak,1.18,nW
grt,grt_pass1_vias,1685,
floorplan,num_rows,31,
routing,via_per_inst,4.78,
cells_and_area,layout-drive-gt1-share,0.0801,
synth,async_flop_share,1.00,
synth,top_area_frac,0.268,
cells_and_area,final_util,0.391,
routing,antennaDiodeCount,0,
critical_path,required,2.16,ns
grt,grt_max_degree,43,
cells_and_area,instances_no_fill,411,
placed_design,place_congestion,0.815,
pwr,max-vdd-ir-drop,0.185,mV
grt,grt_pass1_wl,7.69,mm
final_timing,finalSetupViolations,0,
routing,ant_nets,0,
cells_and_area,largest_register,digits,
clock_tree,numCtsBuffers,3,
min_path,min_path_type,reg2reg,
critical_path,critPathBufInv,2,
job,cap_viol_max_count,0,
clock_tree,cts_tree,yes,
cells_and_area,largest_register_ffs,24,
pwr,power,1.57,mW
final_timing,maxSlewHeadroom,0.634,
critical_path,crit_slowest_cell,clkdlybuf4s50_1,
routing,wire_per_inst,11.2,microns
synth,largest_area_cell,dfrtp_1,
floorplan,io_pins,49,
synth,synth_area,2240,sq um
floorplan,fp.dieW,88.5,microns
critical_path,start_kind,flip-flop,
final_timing,finClkSkew,0.00247,ns
clock_tree,cts_sinks,24,
critical_path,path_cells,inv_1 -> ha_2 -> nor2b_1 -> or3b_1 -> o21ai_0 -> clkdlybuf4s50_1,
final_timing,tns,0,ns
floorplan,core-area,7250,sq um
cells_and_area,final_cell_area,2840,sq um
synth,avgSynthCellArea,8.12,sq um
synth,ys_cells,276,
synth,ys_ff,24,
clock_tree,h-tree-depth,1,
synth,synthTopCellsByCount,"o21ai_0 (40), nand2_1 (36), ha_1 (30), dfrtp_1 (24), nor2_1 (22)",
final_timing,setup_ws,0.104,ns
critical_path,worstPathMaxFanout,5,
critical_path,arrival,2.06,ns
grt,overflow,0,
synth,synth_cells,276,
critical_path,crit_path_end_kind,output pin,
synth,yosys.stat.seqShare,0.268,
critical_path,slowest_delay,0.48,ns
routing,drtPass1Iterations,4,
synth,edf_count,0,
grt,grt_usage,0.121,
clock_tree,clock_path_buffers,2,
critical_path,worstSetupPathType,reg2out,
cells_and_area,areaGrowthSynthToFinish,26.6,%
placed_design,placed_cell_area,2760,sq um
placed_design,dp_slack,0.323,ns
critical_path,path_delay_family,buffers and inverters,
synth,ys_area,2240,sq um
placed_design,dp_hpwl,3.29,mm
clock_tree,cts_root_buf,clkbuf_8,
synth,yosys.cell_types.count,29,
cells_and_area,fillCellCount,746,
floorplan,die_y,88.5,microns
final_timing,tightestPinTransition,0.548,ns
clock_tree,clkSlewWorstSetupHoldPaths,0.08,ns
grt,grt_antenna_before_repair,0,
clock_tree,cts_setup_buffers,0,
placed_design,portBuffers,48,
final_timing,fmax,385,MHz
placed_design,dp.cells,407,
cells_and_area,top_regs,digits x24,
synth,yosys.cell_count.top_type,o21ai_0,
final_timing,slew_viol_final,0,
synth,synth_warnings,0,
synth,topCellsByArea,"dfrtp_1 (27%), ha_1 (17%), o21ai_0 (8.9%)",
final_timing,period_used_share,0.962,
pwr,power_density,552,nW/um^2
final_timing,min_period,2.60,ns
routing,vias,1964,
routing,wirelength,4.60,mm
final_timing,holdWs,0.561,ns
floorplan,die-area,7820,sq um
clock_tree,clock_latency,0.26,ns
synth,synth-main-ff-cell,dfrtp_1,
==> final cells by class <==
class                           instances  area, sq um  share of cell area
Clock buffer                            4         55.1              0.0194
Inverter                               19         71.3              0.0251
Multi-Input combinational cell        215         1490               0.525
Sequential cell                        24          602               0.212
Tap cell                               99          124              0.0436
Timing Repair Buffer                   50          495               0.175
==> where the power goes <==
part           leakage (nW)  switching [mW]  total, mW  internal (mW)
clock network        0.0288           0.109      0.239          0.130
logic                 0.849           0.261      0.774          0.513
registers             0.299           0.142      0.553          0.411
total                  1.18           0.512       1.57           1.05
==> tightest hold or removal path: stages, from the launching register on <==
cell and delay [ns]:
dfrtp_1 0.40, nand2_1 0.07, o21ai_0 0.06
==> cells by family (layout without fill, tap and decap cells) <==
group | count (synthesis) | count (layout) | synth area share
buffers and inverters | 37 | 73 | 0.0770
muxes | 16 | 16 | 0.0765
AOI/OAI and AO/OA | 81 | 81 | 0.224
and+or+nand+nor | 88 | 88 | 0.187
adders and majority gates | 30 | 30 | 0.167
DFF | 24 | 24 | 0.268
==> layout by cell type, fill, tap and decap left out, types with 2 or more instances in the layout <==
cell             instances
buf_4                    2
mux2_2                   9
inv_1                   18
clkbuf_8                 4
o32ai_1                  6
a32o_1                   4
clkdlybuf4s50_1         48
mux2i_1                  7
nand2_1                 36
o21ai_0                 40
o211ai_1                 2
nand2b_1                 8
nand3_1                  6
dfrtp_1                 23
nor2_1                  22
a22o_1                   6
a21oi_1                  9
ha_1                    25
or3b_1                   5
o31ai_1                  2
nor2b_1                  9
ha_2                     4
a31oi_1                  8
==> worst paths after layout <==
| check | start | cells past startpoint | endpoint | slack, ns |
|---|---|---|---|---|
| min in group asynchronous | rst | 3 | digits[3]$_DFFE_PP0P_ | 0.64 |
| min reg2reg | digits[9]$_DFFE_PP0P_ | 2 | digits[13]$_DFFE_PP0P_ | 0.56 |
| max in group asynchronous | rst | 3 | digits[0]$_DFFE_PP0P_ | 1.81 |
| min | digits[9]$_DFFE_PP0P_ | 2 | digits[13]$_DFFE_PP0P_ | 0.56 |
| max reg2reg | digits[2]$_DFFE_PP0P_ | 2 | digits[2]$_DFFE_PP0P_ | 1.61 |
| max | digits[17]$_DFFE_PP0P_ | 6 | bcd5[0] | 0.10 |
==> timing repair <==
action	4_1_cts	5_1_grt
resized	0	8
hold buffers	0	0
setup endpoints to repair	0	5
==> per-layer routing <==
metal / vias up / share of wire / GRT usage
met5: - / 0 / 0
met4: 0 / 0.0078 / 0.0147
met3: 2 / 0.027 / 0.00662
met2: 40 / 0.45 / 0.190
met1: 892 / 0.51 / 0.194
li1: 1030 / - / -
Power is estimated from default activity; no workload was simulated.
