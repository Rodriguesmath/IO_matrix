==> flow/design.v <==
module teclado_matriz (
    input logic clk, rst,
    input logic [3:0] entrada_teclado,
    output logic [3:0] saida_conf_teclado,
    output logic [3:0] bcd_out,  
    output logic key_valid
);
    parameter DEBOUNCE_P = 300;
    parameter logic [3:0] HIGH = 4'b1111;
	localparam logic [3:0] array [3:0] = '{W, X, Y, Z};
    typedef enum logic [2:0] {
        INICIAL,
        DB,
        PRESS_STATE
    } state_t;
    typedef enum logic [3:0] {
        W = 4'b0111,
        X = 4'b1011,
        Y = 4'b1101,
        Z = 4'b1110
    } IO_t;
    typedef enum logic [3:0] {
        um        = 4'h1,
        dois      = 4'h2,
        tres      = 4'h3,
        quatro    = 4'h4,
        cinco     = 4'h5,
        seis      = 4'h6,
        sete      = 4'h7,
        oito      = 4'h8,
        nove      = 4'h9,
        zero      = 4'h0,
        asterisco = 4'hE,
        hashtag   = 4'hF,
        A         = 4'hA,
        B         = 4'hB,
        C         = 4'hC,
        D         = 4'hD
    } BCD_t;
    state_t current_state, next_state;
    logic [8:0] Tp;  
    logic [1:0] scan_index;  
    always_ff @(posedge clk or posedge rst) begin: state_reg
        if (rst) begin
            current_state <= INICIAL;
        end else begin
            current_state <= next_state;
        end
    end: state_reg
    always_ff @(posedge clk or posedge rst) begin: debounce_counter_reg
        if (rst) begin
            Tp <= 0;
        end else begin
            case (current_state)
                DB: begin
                    if (Tp < DEBOUNCE_P -1) begin  
                         Tp <= Tp + 1;
                    end else begin
                         Tp <= Tp;  
                    end
                end
                default: begin
                    Tp <= 0;
                end
            endcase
        end
    end: debounce_counter_reg
    always_ff @(posedge clk or posedge rst) begin: array_scan_reg
        if (rst) begin
            scan_index <= 0;
            saida_conf_teclado <= array[0];  
        end else begin
            if (current_state == INICIAL) begin
                scan_index <= (scan_index == 3) ? 0 : scan_index + 1;
                saida_conf_teclado <= array[scan_index];  
            end else if (current_state == PRESS_STATE) begin
                saida_conf_teclado <= array[scan_index];
            end else begin
                saida_conf_teclado <= saida_conf_teclado;
            end
        end
    end: array_scan_reg
    always_comb begin: next_state_logic
        next_state = current_state;  
        bcd_out = 0;  
        key_valid = 0;
        case (current_state)
            INICIAL: begin
                if (entrada_teclado != HIGH) begin
                    next_state = DB;
                end else begin
                    next_state = INICIAL;
                end
            end
            DB: begin
                if (Tp == DEBOUNCE_P - 1) begin  
                    if (entrada_teclado != HIGH) begin
                        next_state = PRESS_STATE;
                    end else begin
                        next_state = INICIAL;
                    end
                end else begin
                    next_state = DB;
                end
            end
            PRESS_STATE: begin
                key_valid = 1'b1;  
                case (saida_conf_teclado)
                    W: begin  
                        case (entrada_teclado)
                            W: bcd_out = um;  
                            X: bcd_out = dois;  
                            Y: bcd_out = tres;
                            Z: bcd_out = A;
                            default: begin bcd_out = 0; key_valid = 0; end
                        endcase
                    end
                    X: begin  
                        case (entrada_teclado)
                            W: bcd_out = quatro;
                            X: bcd_out = cinco;
                            Y: bcd_out = seis;
                            Z: bcd_out = B;
                            default: begin bcd_out = 0; key_valid = 0; end
                        endcase
                    end
                    Y: begin  
                        case (entrada_teclado)
                            W: bcd_out = sete;
                            X: bcd_out = oito;
                            Y: bcd_out = nove;
                            Z: bcd_out = C;
                            default: begin bcd_out = 0; key_valid = 0; end
                        endcase
                    end
                    Z: begin  
                        case (entrada_teclado)
                            W: bcd_out = asterisco;
                            X: bcd_out = zero;
                            Y: bcd_out = hashtag;
                            Z: bcd_out = D;
                            default: begin bcd_out = 0; key_valid = 0; end
                        endcase
                    end
                    default: begin  
                        bcd_out = 0;
                        key_valid = 0;
                    end
                endcase
                if (entrada_teclado == HIGH) begin
                    next_state = INICIAL;
                    key_valid = 0;  
                end else begin
                    next_state = PRESS_STATE;  
                end
            end
            default: begin  
                next_state = INICIAL;
            end
        endcase
    end: next_state_logic
endmodule
==> flow/run.sh <==
#!/bin/bash
# OpenROAD 26Q1-2900-gdf79404cd8, Yosys 0.63+post, stock flow scripts
make -C /OpenROAD-flow-scripts/flow DESIGN_CONFIG=/design/flow/config.mk WORK_HOME=/design/flow/orfs finish
==> flow/config.mk <==
export PLATFORM = sky130hd
export DESIGN_NAME = teclado_matriz
export DESIGN_NICKNAME = teclado_matriz
export VERILOG_FILES = /design/flow/design.v
export SDC_FILE = /design/flow/constraint.sdc
export NUM_CORES = 4
export LEC_CHECK = 1
export CORE_AREA = 10 10 99 99
export DIE_AREA = 0 0 109 109
export SYNTH_HDL_FRONTEND = slang
==> flow/constraint.sdc <==
current_design teclado_matriz

set clk_period 2.8
set clk_io_pct 0.2

create_clock -name clk0 -period $clk_period [get_ports {clk}]

set non_clock_inputs [all_inputs -no_clocks]
set_input_delay [expr $clk_period * $clk_io_pct] -clock clk0 $non_clock_inputs
set_output_delay [expr $clk_period * $clk_io_pct] -clock clk0 [all_outputs]
==> results.sh <==
# physical design summary
export IMPL_grt_pass1_vias=1140
export IMPL_wirelength_microns=2970
export IMPL_grt_setup_unrepaired="false"
export IMPL_synth_avg_cell_area_sq_um=8.50
export IMPL_hold_buffers=0
export IMPL_irDropWorstVdd_mv=0.465
export IMPL_cts_sinks=18
export IMPL_root_buffer="clkbuf_8"
export IMPL_ys_sh_simple_pct=24.1
export IMPL_ios=15
export IMPL_synth_seq_share_pct=33.7
export IMPL_dpl_cell_count=273
export IMPL_ys_chip_area_sq_um=1350
export IMPL_tightest_slew_ns=0.671
export IMPL_worst_ep_required_time_ns=2.24
export IMPL_die_h_microns=109
export IMPL_criticalPathCategory="in2out"
export IMPL_ys_flop_type="dfrtp_1"
export IMPL_rows=32
export IMPL_path_clk_slew_ns=0.06
export IMPL_ys_top_logic_family="simple AND/OR/NAND/NOR gates"
export IMPL_p_total_w=0.00111
export IMPL_finClkSkew_ns=0.00241
export IMPL_drt_iter0_drc=63
export IMPL_portBuffers=14
export IMPL_antenna_found_initial=0
export IMPL_drc=0
export IMPL_yosys_warnings=0
export IMPL_outcome="finished clean"
export IMPL_synthDistinctLibCells=42
export IMPL_top_cells_by_count="a21oi_1 (14), dfrtp_1 (14), nand2_1 (13), nor2_1 (12)"
export IMPL_numCtsBuffers=3
export IMPL_async_flop_share_pct=100
export IMPL_cts_buffer_depth=2
export IMPL_grt_usage_pct=5.11
export IMPL_maxSlewViolCount=0
export IMPL_synth_area_sq_um=1350
export IMPL_warnings=28
export IMPL_insertion_delay_ns=0.25
export IMPL_fin_crit_ns=2.69
export IMPL_edf_count=0
export IMPL_holdWs_ns=0.548
export IMPL_grt_start_max_net_pins=19
export IMPL_antenna_cells=0
export IMPL_dr_max_layer_used="met4"
export IMPL_final_setup_viol_count=0
export IMPL_grt_pass1_wl_microns=5190
export IMPL_die_w_microns=109
export IMPL_ys_flops=18
export IMPL_vias_per_cell=4.27
export IMPL_area_growth_pct=30.5
export IMPL_met1_length_microns=1450
export IMPL_wire_per_inst_microns=10.6
export IMPL_post_route_period_util_pct=96.2
export IMPL_xor_share_pct=6.48
export IMPL_topCellsByArea="dfrtp_1 (26%), dfstp_2 (7.8%), a21oi_1 (5.2%), ha_1 (4.6%), nand4b_1 (4.5%)"
export IMPL_ant_nets=0
export IMPL_final_core_util_pct=22.8
export IMPL_dr_wl_met2_microns=1310
export IMPL_report_final_hold_viol_count=0
export IMPL_vias=1196
export IMPL_chip_area_sq_um=11900
export IMPL_ys_sh_aoi_pct=22.4
export IMPL_hp_class="reg2reg"
export IMPL_mux_share_pct=0.741
export IMPL_synth_top_area_share_pct=25.9
export IMPL_drive_above_1_share_pct=20.2
export IMPL_max_freq_mhz=371
export IMPL_dp_hpwl_microns=2210
export IMPL_final_cells=280
export IMPL_p_per_area_nw_per_um2=628
export IMPL_gp_congestion=0.811
export IMPL_fp_utilization_pct=17.5
export IMPL_cap_violations=0
export IMPL_grt_remaining_overflow=0
export IMPL_maxSlewHeadroom_pct=55.2
export IMPL_worstPathArrival_ns=2.13
export IMPL_synth_cells=159
export IMPL_tns_ns=0
export IMPL_ys_cells=159
export IMPL_dr_pass1_iters=4
export IMPL_critPathLaunchType="input pin"
export IMPL_worst_path_max_fanout=17
export IMPL_end_kind="primary output"
export IMPL_core_sq_um=7730
export IMPL_p_leak_nw=0.632
export IMPL_cts_tree="done"
export IMPL_htreeDepth=1
export IMPL_yosysTopAreaCell="dfrtp_1"
export IMPL_wl_met3_microns=194
export IMPL_fa_ha_area_share_pct=4.63
-- report_power, final --
group          internal [W]  switching [W]  total [W]
Clock              0.000125      0.0000837   0.000209
Combinational      0.000233       0.000248   0.000481
Sequential         0.000332      0.0000848   0.000417
Total              0.000690       0.000417    0.00111
-- placed cells by master, fill, tap and decap left out, drive strengths merged, types with 7 or more instances in the layout --
cell type / synthesis / routed
a21oi: 15 / 15
buf: 11 / 14
clkdlybuf4s50: 0 / 10
dfrtp: 14 / 14
inv: 10 / 10
nand2: 13 / 13
nand3: 7 / 7
nand4b: 7 / 7
nor2: 12 / 12
o21ai: 10 / 10
xnor2: 7 / 7
-- final cells by class --
class                      instances  area (sq um)
clock buffer                       4          55.1
fill                             819          5960
inverter                          10          37.5
multi-input combinational        118           837
sequential                        18           455
tap                              102           128
timing repair buffer              28           250
-- metal layers --
layer  global-route usage (%)  vias to the layer above
li1                         -                      618
met1                     6.79                      558
met2                     8.61                       18
met3                     1.31                        2
met4                    0.188                        0
met5                        0                        -
-- state kept, by name, indices dropped and copies added, names as in the netlist --
| name | cells |
|---|---|
| Tp | 9 |
| saida_conf_teclado | 4 |
| current_state | 3 |
| scan_index | 2 |
-- through the flow --
step | area [sq um] | worst slack, ns
after global routing | 1760 | 0.00271
after floorplan | 1350 | 0.888
after global placement | 1640 | -0.161
after CTS | 1730 | 0.0466
after detailed placement | 1640 | -0.182
final | 1760 | 0.107
-- worst max-delay path, stage by stage --
cell and delay (ns):
dlygate4sd2_1 0.26, buf_12 0.15, nor4bb_2 0.27, o2111a_1 0.24, nor4_1 0.05, nor2_1 0.13
clkdlybuf4s50_1 0.47
-- cell families (layout without fill, tap and decap cells) --
| logic type | after synthesis | count (layout) |
|---|---|---|
| buf+inv | 23 | 42 |
| simple gates | 58 | 58 |
| xor+xnor | 10 | 10 |
| fa+ha+maj | 5 | 5 |
| flops | 18 | 18 |
| compound gates | 44 | 44 |
| mux | 1 | 1 |
-- final timing paths --
kind | startpoint | to | depth (start not counted) | slack (ns)
worst max-delay path | entrada_teclado[0] | bcd_out[0] | 7 | 0.11
worst min-delay path | saida_conf_teclado[3]$_DFFE_PP1P_ | saida_conf_teclado[3]$_DFFE_PP1P_ | 2 | 0.55
worst max register to register | Tp[4]$_DFFE_PP0P_ | Tp[4]$_DFFE_PP0P_ | 4 | 1.33
worst min register to register | saida_conf_teclado[3]$_DFFE_PP1P_ | saida_conf_teclado[3]$_DFFE_PP1P_ | 2 | 0.55
max in group asynchronous | rst | saida_conf_teclado[0]$_DFFE_PP0P_ | 2 | 1.67
min in group asynchronous | rst | Tp[6]$_DFFE_PP0P_ | 2 | 0.70
-- timing repair --
action	CTS	global route
setup buffers	0	3
setup endpoints to repair	5	2
resized	11	6
pin swaps	2	2
